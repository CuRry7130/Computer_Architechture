--- ./config.mk ---
export PLATFORM = sky130hd
export DESIGN_NAME = EXSegReg
export DESIGN_NICKNAME = EXSegReg
export VERILOG_FILES = /design/flow/design.v
export SDC_FILE = /design/flow/constraint.sdc
export NUM_CORES = 4
export LEC_CHECK = 1
export CORE_AREA = 10 10 309 309
export DIE_AREA = 0 0 319 319
--- ./constraint.sdc ---
current_design EXSegReg

set clk_period 1.0
set clk_io_pct 0.2

create_clock -name clk0 -period $clk_period [get_ports {clk}]

set non_clock_inputs [all_inputs -no_clocks]
set_input_delay [expr $clk_period * $clk_io_pct] -clock clk0 $non_clock_inputs
set_output_delay [expr $clk_period * $clk_io_pct] -clock clk0 [all_outputs]
--- ./design.v ---
`timescale 1ns / 1ps
module EXSegReg(
    input wire clk,
    input wire en,
    input wire clear,
    input wire [31:0] PCD,
    output reg [31:0] PCE, 
    input wire [31:0] JalNPC,
    output reg [31:0] BrNPC, 
    input wire [31:0] ImmD,
    output reg [31:0] ImmE,
    input wire [4:0] RdD,
    output reg [4:0] RdE,
    input wire [4:0] Rs1D,
    output reg [4:0] Rs1E,
    input wire [4:0] Rs2D,
    output reg [4:0] Rs2E,
    input wire [31:0] RegOut1D,
    output reg [31:0] RegOut1E,
    input wire [31:0] RegOut2D,
    output reg [31:0] RegOut2E,
    input wire JalrD,
    output reg JalrE,
    input wire [2:0] RegWriteD,
    output reg [2:0] RegWriteE,
    input wire [1:0] MemToRegD,
    output reg [1:0] MemToRegE,
    input wire [3:0] MemWriteD,
    output reg [3:0] MemWriteE,
    input wire LoadNpcD,
    output reg LoadNpcE,
    input wire [1:0] RegReadD,
    output reg [1:0] RegReadE, 
    input wire [2:0] BranchTypeD,
    output reg [2:0] BranchTypeE,
    input wire [4:0] AluContrlD,
    output reg [4:0] AluContrlE,
    input wire [1:0] AluSrc1D,
    output reg [1:0] AluSrc1E,
    input wire [1:0] AluSrc2D,
    output reg [1:0] AluSrc2E,
    input wire [11:0] CSRAddrD,
    output reg [11:0] CSRAddrE,
    input wire [31:0] CSROutD,
    output reg [31:0] CSROutE,
    input wire CSRReadD,
    output reg CSRReadE,
    input wire CSRWriteD,
    output reg CSRWriteE
    );
    initial begin
        PCE        = 32'b0; 
        BrNPC      = 32'b0; 
        ImmE       = 32'b0;
        RdE        = 32'b0;
        Rs1E       = 5'b0;
        Rs2E       = 5'b0;
        RegOut1E   = 32'b0;
        RegOut2E   = 32'b0;
        JalrE      = 1'b0;
        RegWriteE  = 1'b0;
        MemToRegE  = 2'b0;
        MemWriteE  = 1'b0;
        LoadNpcE   = 1'b0;
        RegReadE   = 2'b00;
        BranchTypeE = 3'b0;
        AluContrlE = 5'b0;
        AluSrc1E   = 2'b0; 
        AluSrc2E   = 2'b0; 
        CSRAddrE = 12'b0;
        CSROutE = 32'b0;
        CSRWriteE = 1'b0;
        CSRReadE = 1'b0;
    end
    always@(posedge clk) begin
        if(en)
            if(clear)
                begin
                PCE<=32'b0; 
                BrNPC<=32'b0; 
                ImmE<=32'b0;
                RdE<=32'b0;
                Rs1E<=5'b0;
                Rs2E<=5'b0;
                RegOut1E<=32'b0;
                RegOut2E<=32'b0;
                JalrE<=1'b0;
                RegWriteE<=1'b0;
                MemToRegE<=2'b0;
                MemWriteE<=1'b0;
                LoadNpcE<=1'b0;
                RegReadE<=2'b00;
                BranchTypeE = 3'b0;
                AluContrlE<=5'b0;
                AluSrc1E<=2'b0; 
                AluSrc2E<=2'b0;   
                CSRAddrE = 12'b0;
                CSROutE = 32'b0;
                CSRWriteE = 1'b0;
                CSRReadE = 1'b0;  
            end else begin
                PCE<=PCD; 
                BrNPC<=JalNPC; 
                ImmE<=ImmD;
                RdE<=RdD;
                Rs1E<=Rs1D;
                Rs2E<=Rs2D;
                RegOut1E<=RegOut1D;
                RegOut2E<=RegOut2D;
                JalrE<=JalrD;
                RegWriteE=RegWriteD;
                MemToRegE<=MemToRegD;
                MemWriteE<=MemWriteD;
                LoadNpcE<=LoadNpcD;
                RegReadE<=RegReadD;
                BranchTypeE = BranchTypeD;
                AluContrlE<=AluContrlD;
                AluSrc1E<=AluSrc1D;
                AluSrc2E<=AluSrc2D;     
                CSRAddrE <= CSRAddrD;
                CSROutE <= CSROutD;
                CSRWriteE <= CSRWriteD;
                CSRReadE <= CSRReadD;
            end
        end
endmodule
--- ./run.sh ---
#!/bin/bash
# OpenROAD 26Q1-2900-gdf79404cd8, Yosys 0.63+post, stock flow scripts
make -C /OpenROAD-flow-scripts/flow DESIGN_CONFIG=/design/flow/config.mk WORK_HOME=/design/flow/orfs finish
==> results.txt <==
yosys + openroad results -> final core occ=17.61%, Fmax=657.2 MHz, RSZ-0062 raised after global routing=true, Max Slew Vio Count=0, cell count after synthesis=519, sequential area share after synthesis=81.54%, First-pass DRT Iterations=4, placed insts=2204, tool warning count=27, Core Box Area=88510 um2, critical path class=reg2out, final std cells w/o fill=2258, max-cap viol count=0, Worst EP required=0.80 ns, YS warnings=1, final WL=37340 um, Rows=109, Final Cycle Share=152.1%, total CTS buffers=29, CTS clk-pin slew, worst paths=0.06 ns, worst-path cell chain=buf_2, global route overflow=0, PnR worst setup slack=-0.5215 ns, yosys stat area=9060 um2, Final GP Congestion=0.8232, Buf+Inv Stages, Crit Path=1, drt initial violations=270, # Post-CTS Setup Buffers=0, crit path time final=1.521 ns, DRC viols=0, CTS tree=yes, Die ar.=101800 um2, nature of the critical path startpoint=flip-flop, Most common reg cell=edfxtp_1, CTS H-tree depth=1, CTS Sinks=246, area delta synth->final=72.08%, largest net degree at the start of global routing=35, Final HPWL DP=30600 um, GR Util All Layers=7.184%, die y size=319 um, total power=25.21 mW, post-synth top area cell=edfxtp_1, Worst setup EP type=primary output, Setup Total Neg Slack=-68.02 ns, Top Ports=495, Async S/R FF share, synth=0%, Peak VDD IR=1.254 mV, Crit path depth=1, top cells by count=246 x edfxtp_1, 246 x nor2b_1, 26 x buf_2, Post-synth regs=246, Hold Crit Depth=2, crit-path max FO=1, Hold Vio Cnt, Final=0, Unique cell types=4, DP Area=15900 um2, Lkg Pwr=5.604 nW, antenna violations before repair=22, Cell area leaders=edfxtp_1 82%, nor2b_1 17%, buf_2 1.4%, clkbuf_1 0.041%, DIE WIDTH=319 um, CP max-delay cell=edfxtp_1, first-pass GRT wire length=51850 um, number of global-route vias before repair=6802, hold_ws=0.04733 ns, Yosys Instances=519, Routed Antenna Nets=0, Largest delay share family, worst path=flip-flops, Via density=2.790, clk buf depth=3, normalized max-slew margin=74.40%, design area=15590 um2, Synth top area share=81.54%, crit path DAT=1.32 ns, Worst-Margin Slew=0.3832 ns, fraction of layout cells with a size suffix above 1=31.43%, port bufs=494, failing checks=setup timing, wire length per cell=16.53 um, # setup viols final=246, worst hold path class=in2reg, synthesized area=9060 um2, Cell Pwr Density=1617 nW/um2, Synth Area per Inst=17.46 um2, count of library flops with an enable pin=246, Vias=6299, Init Core Util=10.24%, status=complete, but fails checks, Slowest Stage Delay on Critical Path=0.54 ns, Setup Slack @ Placement=-0.4118 ns, root buf cell=clkbuf_16
-- logic make-up (layout without fill, tap and decap cells) --
| kind of cell | after synthesis | after routing | share of synthesized area, % |
|---|---|---|---|
| flops | 246 | 246 | 81.54 |
| buf+inv | 27 | 596 | 1.478 |
| other cells | 0 | 5 | 0 |
| simple gates | 246 | 246 | 16.99 |
-- cell type report --
class | count | area [um2]
fillers | 9600 | 72920
flip-flops and latches | 246 | 7387
repair buffers | 547 | 4317
multi-input cells | 246 | 1539
well taps | 1165 | 1458
clock buffers | 32 | 737.0
clock inverters | 17 | 140.1
diodes | 5 | 12.51
-- flip-flops by register name, indices dropped and copies added, names as in the netlist, 4 cells and up --
register and count:
AluContrlE 5, BrNPC 32, CSRAddrE 12, CSROutE 32
ImmE 32, MemWriteE 4, PCE 32, RdE 5
RegOut1E 32, RegOut2E 32, Rs1E 5, Rs2E 5
-- worst paths after layout --
kind,startpoint,to,slack [ns]
min,en,RegOut1E[8],0.05
max,RegWriteE[2],RegWriteE[2],-0.52
-- report_power, final --
group	switching (mW)	internal, mW	total (mW)
registers	0.269	12.3	12.5
logic	0.953	1.79	2.74
clock network	4.19	5.74	9.94
total	5.42	19.8	25.2
-- per-layer routing --
| layer | up-vias | routed length (um) | track usage, % |
|---|---|---|---|
| met4 | 28 | 702 | 1.122 |
| met2 | 395 | 15840 | 10.64 |
| li1 | 2918 | - | - |
| met3 | 64 | 7181 | 6.267 |
| met5 | - | 173 | 0 |
| met1 | 2894 | 13440 | 7.859 |
-- cell usage in the layout, fill, tap and decap left out --
cell and instances:
clkbuf_16 29, clkinv_2 6, nor2b_1 246, diode_2 5
buf_8 1, edfxtp_1 246, inv_6 1, bufinv_16 2
clkbuf_1 3, buf_12 14, clkinvlp_4 3, clkdlybuf4s50_1 246
clkbuf_8 1, clkinv_1 5, buf_4 40, buf_2 242
buf_6 3
-- timing repair --
action / 4_1_cts / 5_1_grt
gates resized: 820 / 0
setup endpoints to repair: 246 / 246
hold buffers: 0 / 0
hold endpoints to repair: 0 / 0
No activity file was given, so power comes from the tool's default toggle rates.
